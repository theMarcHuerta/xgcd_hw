`flow/config.mk`:
```
export PLATFORM = sky130hd
export DESIGN_NAME = xgcd_lut
export DESIGN_NICKNAME = xgcd_lut
export VERILOG_FILES = /design/flow/design.v
export SDC_FILE = /design/flow/constraint.sdc
export NUM_CORES = 4
export LEC_CHECK = 1
export CORE_AREA = 10 10 70 70
export DIE_AREA = 0 0 80 80
```
`flow/constraint.sdc`:
```
current_design xgcd_lut

set clk_period 1.1
set clk_io_pct 0.2

create_clock -name clk0 -period $clk_period

set non_clock_inputs [all_inputs -no_clocks]
set_input_delay [expr $clk_period * $clk_io_pct] -clock clk0 $non_clock_inputs
set_output_delay [expr $clk_period * $clk_io_pct] -clock clk0 [all_outputs]
```
`flow/design.v`:
```
module xgcd_lut #(
    parameter int APPROX_BITS = 3,   
    localparam int LUT_ADDR_WIDTH = 2*APPROX_BITS - 2,
    localparam int LUT_DEPTH = 1 << LUT_ADDR_WIDTH,
    localparam int LUT_WIDTH = APPROX_BITS
)(
    input  logic [APPROX_BITS-1:0] a_top,   
    input  logic [APPROX_BITS-1:0] b_top,   
    output logic [LUT_WIDTH-1:0]   lut_result
);
  logic [LUT_WIDTH-1:0] lut_table [0:LUT_DEPTH-1];
  genvar i, j;
  generate
    for (i = (1 << (APPROX_BITS-1)); i < (1 << APPROX_BITS); i = i + 1) begin : gen_a
      for (j = (1 << (APPROX_BITS-1)); j < (1 << APPROX_BITS); j = j + 1) begin : gen_b
        localparam int index = ((i - (1 << (APPROX_BITS-1))) << (APPROX_BITS-1))
                                 | (j - (1 << (APPROX_BITS-1)));
        localparam logic [LUT_WIDTH-1:0] precomp_val = (i << APPROX_BITS) / j;
        initial begin
          lut_table[index] = precomp_val;
        end
      end
    end
  endgenerate
  always_comb begin
    logic [LUT_ADDR_WIDTH-1:0] addr;
    addr = { a_top[APPROX_BITS-2:0], b_top[APPROX_BITS-2:0] };
    lut_result = lut_table[addr];
  end
endmodule
```
`flow/run.sh`:
```
#!/bin/bash
# OpenROAD 26Q1-2900-gdf79404cd8, Yosys 0.63+post, stock flow scripts
make -C /OpenROAD-flow-scripts/flow DESIGN_CONFIG=/design/flow/config.mk WORK_HOME=/design/flow/orfs finish
```
==> ci_impl_report.md <==
### Metrics collected by this job

| Metric | Value |
|---|---|
| Synth unique cells | 5 |
| Tightest Pin Transition | 0.1425 ns |
| Layout cells sized above 1 | 86.36% |
| Die span in x | 80 um |
| Register area share after synthesis | 0% |
| Filler instances | 398 |
| Peak VDD IR | 0.08783 mV |
| Finished Core Util | 11.06% |
| ANT nets after route | 0 |
| Mapped Area | 155.1 um2 |
| Worst setup path start | b_top[1] |
| Total number of vias | around 140 |
| LEAKAGE | 0.1385 nW |
| FFs & Latches | 0 |
| Worst Hold Class | input pin to output pin |
| CP max-delay cell | mux4_2 |
| Starting Density | 4.542% |
| Final setup viols | 3 |
| Core area | ~3400 um2 |
| Tot GR Track Use | 1.346% |
| Crit path DRT | 0.88 ns |
| Io pins | 9 |
| Gp weighted congestion | between 0.6 and 0.7 |
| Fin crit period | 1.532 ns |
| # Cells Yosys | 13 |
| Register Area | 0 um2 |
| Syn Area/Cell | ~12 um2 |
| Cell count after synthesis | 13 |
| PnR worst setup slack | -0.4321 ns |
| Count of routing violations after the opening detailed-route iteration | 4 |
| Crit path largest cell delay | 0.45 ns |
| Instance area at placement | 332.8 um2 |
| OpenROAD warnings | 41 |
| Outcome | complete, but fails checks |
| Most frequent cells in the layout | ha_4 (5), mux4_2 (3), clkbuf_2 (2), buf_2 (2) |
| Biggest area consumer among synthesized cells | ha_1 |
| Initial antenna violation count | 0 |
| Power Density | between 200 and 300 nW/um2 |
| Setup crit end kind | output pin |
| P&R area growth vs syn | 143.5% |
| Final Hold Viols | 0 |
| Total of max-cap violations | 0 |
| Die area | 6400 um2 |
| Startpoint types | input pin |
| Cell Chain, Critical Path | buf_12 > inv_12 > ha_4 > or2_0 > mux4_2 > buf_2 |
| Slew HR | 90.49% |
| Dpl hpwl | 363.7 um |
| Place WS | -1.264 ns |
| Ant diodes | 0 |
| DRC Markers | 0 |
| Hold_sp | b_top[1] |
| DR pass1 iterations | 2 |
| Final Cell Area | 377.9 um2 |
| First-pass GRT wire length | around 740 um |
| Max Clk Rate | 0.6527 GHz |
| Violated checks | setup timing |
| Number of cell rows | 21 |
| Die height | 80 um |
| Top cell excl fill/tap | ha_4 |
| Setup TNS | -1.064 ns |
| Arr. time, crit path | 1.31 ns |
| Crit path max fanout | 4 |
| Kind of critical path | input pin to output pin |
| Routed wire length | 452 um |
| Slew Viols, Final | 0 |
| Critical path capture point | lut_result[1] |
| Port bufs | 7 |
| Largest net degree at the start of global routing | 5 |
| YS warnings | 1 |
| Yosys chip area | 155.1 um2 |
| Cell area leaders | ha_1 (40%), mux4_2 (29%), mux4_1 (17%) |
| DR WL/cell | 6.647 um |
| Vias per inst | 2.000 |
| Top cell type's share of synthesized area | approximately two fifths |
| Cycle use final | 139.3% |
| Grt ovf | 0 |
| Via count of the first global-routing pass | about 170 |
| Clkbuf count | 0 |
| RSZ-0062 raised after global routing | yes |
## Yosys cell counts
library cell and n:
ha_1 5, mux4_2 2, mux4_1 1, or2_0 1, inv_1 4
## timing repair
item / in CTS / in global routing
setup buffers: 0 / 1
endpoints found under the setup margin: 3 / 3
hold buffers: 0 / 0
hold endpoints to repair: 0 / 0
gates resized: 24 / 15
pin swaps: 2 / 3
## cells by family after synthesis
family,share of synthesized area (%)
adders and majority gates,40.32
buffers and inverters,9.675
muxes,45.97
and+or+nand+nor,4.035
## worst max-delay path, delay by kind of cell
family | cells | cell delay [ns]
fa+ha+maj | 1 | 0.14
buf+inv | 3 | 0.28
mux | 1 | 0.45
simple gates | 1 | 0.22
## power breakdown
group          internal, mW  leakage [nW]  switching (mW)
clock network             0             0               0
logic                0.0663         0.138          0.0439
registers                 0             0               0
total                0.0663         0.138          0.0439
## per-layer routing
metal	track usage [%]	part of all wire (%)	vias up
met5	0	0	-
li1	-	-	64
met2	1.846	32	7
met1	1.939	54	65
met3	0.6818	14	0
met4	0	0	0
## area by class of cell
class	instances	area, um2	share of cell area, %
Multi-Input combinational cell	9	198.9	52.65
Tap cell	46	57.56	15.23
Timing Repair Buffer	9	86.33	22.85
Inverter	4	35.03	9.272
## worst min-delay path by stage
stage                      endpoint  slack (ns)  depth (start not counted)
final                 lut_result[2]        0.86                          3
after global routing  lut_result[2]        0.88                          3
after CTS             lut_result[2]        0.96                          4
## through the flow
| stage | hold slack, ns | cells | total power [mW] |
|---|---|---|---|
| after floorplan | 0.5264 | 13 | 0.03813 |
| after global placement | 1.552 | 68 | 0.09642 |
| after detailed placement | 1.562 | 68 | 0.09956 |
| after CTS | 0.9637 | 68 | 0.1009 |
| after global routing | 0.8752 | 68 | 0.1216 |
| final | 0.8637 | 68 | 0.1102 |
Power figures rest on the tool's default switching activity, not on a simulated workload.
